--- design.v ---
module hazard_lights (
    input logic clk,
    input logic reset,
    input logic [1:0] SW,
    output logic [2:0] LEDR
);
	typedef enum logic [2:0] {
		 CALM1  = 3'b000,
		 CALM2  = 3'b001,
		 RTL1   = 3'b010,
		 RTL2   = 3'b011,
		 RTL3   = 3'b100,
		 LTR1   = 3'b101,
		 LTR2   = 3'b110,
		 LTR3   = 3'b111
	} state_t;
    state_t ps, ns;
	always_comb begin
		 case (ps)
			  CALM1: begin
					if (SW == 2'b00 || SW == 2'b11) 			 
						 ns = CALM2; 			 
					else if (SW == 2'b01) 	 
						 ns = RTL1; 			 
					else 							 
						 ns = LTR1;
			  end
			  CALM2: begin
					if (SW == 2'b00 || SW == 2'b11) 			 
						 ns = CALM1; 			 
					else if (SW == 2'b01) 	 
						 ns = RTL1; 			 
					else 							 
						 ns = LTR1;
			  end
			  RTL1: begin
					if (SW == 2'b01 || SW == 2'b11) 			 
						 ns = RTL2; 			 
					else if (SW == 2'b00) 	 
						 ns = CALM1; 			 
					else 							 
						 ns = LTR1;
			  end
			  RTL2: begin
					if (SW == 2'b01 || SW == 2'b11) 			 
						 ns = RTL3; 			 
					else if (SW == 2'b00) 	 
						 ns = CALM1; 			 
					else 							 
						 ns = LTR1;
			  end
			  RTL3: begin
					if (SW == 2'b01 || SW == 2'b11) 			 
						 ns = RTL1; 			 
					else if (SW == 2'b00) 	 
						 ns = CALM1; 			 
					else 							 
						 ns = LTR1;
			  end
			  LTR1: begin
					if (SW == 2'b10 || SW == 2'b11) 			 
						 ns = LTR2; 			 
					else if (SW == 2'b00) 	 
						 ns = CALM1; 			 
					else 							 
						 ns = RTL1;
			  end
			  LTR2: begin
					if (SW == 2'b10 || SW == 2'b11) 			 
						 ns = LTR3; 			 
					else if (SW == 2'b00) 	 
						 ns = CALM1; 			 
					else 							 
						 ns = RTL1;
			  end
			  LTR3: begin
					if (SW == 2'b10 || SW == 2'b11) 			 
						 ns = LTR1; 			 
					else if (SW == 2'b00) 	 
						 ns = CALM1; 			 
					else 							 
						 ns = RTL1;
			  end
			  default: ns = CALM1;
		 endcase
	end
    always_ff @(posedge clk or posedge reset) begin
        if (reset)
            ps <= CALM1;					 
        else
            ps <= ns;						 
    end
    assign LEDR = ps;
endmodule
--- run.sh ---
#!/bin/bash
# OpenROAD 26Q1-2900-gdf79404cd8, Yosys 0.63+post, stock flow scripts
make -C /OpenROAD-flow-scripts/flow DESIGN_CONFIG=/design/flow/config.mk WORK_HOME=/design/flow/orfs finish
--- config.mk ---
export PLATFORM = sky130hd
export DESIGN_NAME = hazard_lights
export DESIGN_NICKNAME = hazard_lights
export VERILOG_FILES = /design/flow/design.v
export SDC_FILE = /design/flow/constraint.sdc
export NUM_CORES = 4
export LEC_CHECK = 1
export CORE_AREA = 10 10 70 70
export DIE_AREA = 0 0 80 80
--- constraint.sdc ---
current_design hazard_lights

set clk_period 2.4
set clk_io_pct 0.2

create_clock -name clk0 -period $clk_period [get_ports {clk}]

set non_clock_inputs [all_inputs -no_clocks]
set_input_delay [expr $clk_period * $clk_io_pct] -clock clk0 $non_clock_inputs
set_output_delay [expr $clk_period * $clk_io_pct] -clock clk0 [all_outputs]
==> flow_metrics.env <==
# flow metrics
export IMPL_status="complete, no violations"
export IMPL_drc=0
export IMPL_reg_top3="ps: 3 flops"
export IMPL_cts_resized=0
export IMPL_p_int_uw=165
export IMPL_synth_cell_type_count=13
export IMPL_warnings=25
export IMPL_cp_max_fo=8
export IMPL_p_sw_frac=0.299
export IMPL_fmax_mhz=595
export IMPL_critPathArrivalTime_ns=1.20
export IMPL_die_width_um=80
export IMPL_cts_tree="done"
export IMPL_grt_ovfl_total=0
export IMPL_vias=202
export IMPL_slowest_stage="clkdlybuf4s50_1"
export IMPL_htree_levels=1
export IMPL_syn_inst=23
export IMPL_hold_viol=0
export IMPL_worst_slew_pin_slew_ns=0.233
export IMPL_drive_above_1_share=0.121
export IMPL_die_area_um2=6400
export IMPL_clock_sinks=3
export IMPL_ys_warn_count=1
export IMPL_cp_end_kind="output port"
export IMPL_critPathBufInv=1
export IMPL_io_buffers=6
export IMPL_cts_root_buf="clkbuf_4"
export IMPL_fin_skew_ns=0.00561
export IMPL_ys_chip_area_um2=189
export IMPL_viasPerCell=2.56
export IMPL_wl_per_cell_um=6.13
export IMPL_grt_antenna_before_repair=0
export IMPL_crit_path_max_incr_delay_ns=0.51
export IMPL_worstSetupStartpointType="register"
export IMPL_avgSynthCellArea_um2=8.21
export IMPL_postCtsSetupBuffers=0
export IMPL_critical_path_required_ns=1.92
export IMPL_drv_slew=0
export IMPL_clk_path_buf_depth=2
export IMPL_ant_nets=0
export IMPL_r2r_cells=3
export IMPL_fp_util=0.0553
export IMPL_cts_buffers=3
export IMPL_ios=7
export IMPL_seq_power_share=0.361
export IMPL_ys_seq_frac=0.397
export IMPL_area_delta_synth_final_pct=76.2
export IMPL_top_register="ps"
export IMPL_ir_drop_uv=182
export IMPL_hold_class="input pin to async pin"
export IMPL_syn_cell_area_um2=189
export IMPL_clock_latency_ns=0.24
export IMPL_cp_top_family="buffers and inverters"
export IMPL_ys_cells=23
export IMPL_max_slew_margin=0.845
export IMPL_p_leak_nw=0.130
export IMPL_dr_pass1_iters=4
export IMPL_p_per_area_nw_per_um2=708
export IMPL_clock_power_share=0.382
export IMPL_grt_pass1_vias=197
export IMPL_finalClockPeriodUsage=0.700
export IMPL_crit_cells=1
export IMPL_wirelength_um=484
export IMPL_fin_hold_ws_ns=0.411
export IMPL_drt_iter0_drc=6
export IMPL_combPwrFrac=0.257
export IMPL_grt_max_degree=9
export IMPL_finalCriticalPeriod_ns=1.68
export IMPL_p_sw_uw=70.5
export IMPL_rows=21
export IMPL_finalSetupViolCount=0
export IMPL_drv_cap=0
export IMPL_crit_type="register to output port"
export IMPL_rsz0062_at_grt="false"
export IMPL_setup_tns_final_ns=0
export IMPL_yosys_register_bits=3
export IMPL_grt_first_pass_wirelength_um=869
export IMPL_path_cells="clkdlybuf4s50_1"
export IMPL_largest_reg_flops=3
export IMPL_path_clk_slew_ns=0.04
export IMPL_cts_hold_buf=0
export IMPL_insertedDiodeCount=0
export IMPL_place_congestion=0.690
export IMPL_grtUsageTotal=0.0165
export IMPL_die_height_um=80
export IMPL_core_um2=3420
area by class of cell:
type                    count  area (µm²)
clock buffers               4        26.3
flip-flops and latches      3        75.1
inverters                   4        15.0
repair buffers              6        60.1
fillers                   403        3080
well taps                  46        57.6
multi-input cells          16        98.8
routing by layer:
layer / track usage / vias to the layer above / share of wire
met3: 0.0114 / 2 / 0.11
met1: 0.0173 / 84 / 0.38
li1: - / 106 / -
met2: 0.0249 / 10 / 0.47
met5: 0 / - / 0
met4: 0.00704 / 0 / 0.039
metrics by stage:
step	cells	cell area [µm²]	worst slack, ns	util	total power [mW]
after detailed placement	75	307	0.848	0.0897	0.147
after floorplan	23	189	1.43	-	0.109
after CTS	79	333	0.711	0.0974	0.240
after global routing	79	333	0.638	0.0974	0.257
final	79	333	0.719	0.0974	0.236
after global placement	75	307	0.870	0.0897	0.145
power by group through the flow:
stage | clock network (mW) | registers, mW | logic, mW
4_1_cts | 0.0931 | 0.0844 | 0.0626
5_1_grt | 0.101 | 0.0885 | 0.0682
6_report | 0.0900 | 0.0850 | 0.0605
logic make-up after synthesis:
logic type / after synthesis / share of synthesized area
AND-OR/OR-AND: 10 / 0.364
buffers and inverters: 4 / 0.0794
AND/OR/NAND/NOR: 6 / 0.159
flip-flops: 3 / 0.397
Yosys cell counts:
cell type,instances,share of area
nor2_1,2,0.040
and2_1,1,0.033
inv_1,4,0.079
nand2_1,1,0.020
o21ai_0,3,0.079
nor3b_1,1,0.040
dfrtp_1,3,0.40
a221oi_2,1,0.079
nand3_1,1,0.026
a41o_1,1,0.053
o21ai_1,2,0.053
a211o_1,1,0.046
a21oi_1,2,0.053
path summary, 6_finish.rpt:
kind                       startpoint  endpoint  slack [ns]
hold / removal                  reset     ps[1]        0.41
setup / recovery                ps[0]   LEDR[0]        0.72
setup reg to reg                ps[1]     ps[2]        1.40
min in group clk0               ps[2]     ps[1]        0.66
hold reg to reg                 ps[2]     ps[1]        0.66
max in group asynchronous       reset     ps[2]        1.85
cell usage in the layout (no fill, tap or decap), drive strengths merged, types with 2 or more instances in the layout:
master / instances
o21ai: 5
inv: 4
nor2: 2
clkbuf: 4
dfrtp: 3
clkdlybuf4s50: 6
a21oi: 2
Power is estimated from default activity; no workload was simulated.
