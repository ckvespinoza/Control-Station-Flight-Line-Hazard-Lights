File: /design/flow/run.sh
#!/bin/bash
# OpenROAD 26Q1-2900-gdf79404cd8, Yosys 0.63+post, stock flow scripts
make -C /OpenROAD-flow-scripts/flow DESIGN_CONFIG=/design/flow/config.mk WORK_HOME=/design/flow/orfs finish
File: /design/flow/config.mk
export PLATFORM = sky130hd
export DESIGN_NAME = clock_divider
export DESIGN_NICKNAME = clock_divider
export VERILOG_FILES = /design/flow/design.v
export SDC_FILE = /design/flow/constraint.sdc
export NUM_CORES = 4
export LEC_CHECK = 1
export CORE_AREA = 10 10 91 91
export DIE_AREA = 0 0 101 101
File: /design/flow/constraint.sdc
current_design clock_divider

set clk_period 4.4
set clk_io_pct 0.2

create_clock -name clk0 -period $clk_period [get_ports {clock}]

set non_clock_inputs [all_inputs -no_clocks]
set_input_delay [expr $clk_period * $clk_io_pct] -clock clk0 $non_clock_inputs
set_output_delay [expr $clk_period * $clk_io_pct] -clock clk0 [all_outputs]
File: /design/flow/design.v
module clock_divider (clock, reset, divided_clocks);
	input logic reset, clock;
	output logic [31:0] divided_clocks = 0;
	always_ff @(posedge clock) begin
		divided_clocks <= divided_clocks + 1;
	end
endmodule
==> GITHUB_STEP_SUMMARY <==
### Yosys + OpenROAD results

| Metric | Value |
|---|---|
| Required time at the endpoint of the critical path | ~3.5 ns |
| Crit path DAT | roughly 1.2 ns |
| Cell family contributing the most delay on the critical path | buffers and inverters |
| Chip Area, Yosys | 0.00132 sq mm |
| Clock latency on the worst-skew pair | 0.29 ns |
| Level count of the clock H-tree | 2 |
| Tally of max-capacitance violations | 0 |
| Synth warnings | 1 |
| Clk sinks | 32 |
| Crit Path Category | flop to output pin |
| Cell at the slowest stage of the critical path | clkdlybuf4s50_1 |
| Core footprint | ~0.0063 sq mm |
| Detailed-route vias per instance | 4.07 |
| Mean routed wirelength per cell | roughly 12 um |
| Clock Root Buffer | clkbuf_8 |
| Int Power | just over 0.0004 W |
| Initial detailed-routing violation count | 25 |
| Peak supply drop | 120 uV |
| Sequential power share | 0.552 |
| Overall global routing resource usage | 0.0587 |
| Fraction of the core area occupied by cells at floorplan | 0.208 |
| Worst Setup End Kind | output pin |
| Post-CTS Resized | 0 |
| Top reg by flops | divided_clocks |
| Slew of the pin with the lowest slew margin | 0.575 ns |
| Maximum operating frequency | approximately 470 MHz |
| Crit share post-route | 0.483 |
| Biggest registers after layout | divided_clocks (32) |
| Clock skew after layout | between 0.006 and 0.007 ns |
| Worst hold path class | flop to flop |
| Weighted congestion reported at the end of routability-driven placement | 0.762 |
| CTS clock-pin slew for the worst setup and hold paths | around 0.060 ns |
| Syn_area_per_cell | around 10 sq um |
| Combinational cell fraction of total power | 0 |
| Number of antenna violations at the first check in global routing | 0 |
| Congestion Overflow GR | 0 |
| Sw Share | 0.210 |
| Number of warnings in the stage logs | 26 |
| Flip-flop and latch count after synthesis | 32 |
| Hold buffer count at CTS | 0 |
| Via count of the first global-routing pass | 982 |
| Number of flip-flops under the largest register name | 32 |
| Sum of net half-perimeters after detailed placement | slightly above 2000 um |
| Total power divided by cell area | 291 mW/mm^2 |
| Critical Path Fanout Max | 6 |
| Final Power | 0.000525 W |
| Unrepaired setup endpoints after global routing | false |
| Antenna violation net count after detailed routing | 0 |
| Yosys cell count | 127 |
| Endpoints failing hold | 0 |
| Number of inserted diodes | 0 |
| Post-route setup TNS | 0 ns |
| Fraction of layout instances using a drive strength above 1 | 0.110 |
| Period minus WS final | approximately 2.1 ns |
| Final tally of max-slew violations | 0 |
| Area growth, synth to finish | 36.7% |
| Clock Power Share | 0.448 |
| Post-detailed-route DRC marker count | 0 |
| NetSw | about 0.00011 W |
| Final setup viols | 0 |
| Worst Path Buf+Inv | 1 |
| Die width | roughly 100 um |
| Cell variety after synth | 24 |
| Count of standard-cell rows | 29 |
| Wire length of the first global-routing pass | 4910 um |
| Die Height | between 100 and 150 um |
| Fraction of the yosys area taken by sequential cells | 0.486 |
| Standby leakage power | 0.710 nW |
| Netlist area before placement | between 0.001 and 0.0015 sq mm |
| Cts bufs inserted | 5 |
| Number of buffers between clock root and the deepest sink | 2 |
| Type of element launching the critical path | flop |
| CTS tree | built |
| Postcts setup bufs | 0 |
| Final wirelength | between 2000 and 3000 um |
| Largest stage delay, worst path | around 0.52 ns |
| Synthesized instance count | approximately 130 |
| Pin count of the biggest net entering global routing | 12 |
| Count of buffers inserted at the top-level ports | 32 |
| Cell breakdown of the critical path | clkdlybuf4s50_1 |
| Outcome | finished clean |
| Die ar. | just over 0.01 sq mm |
| Worst-case headroom to the max-slew limit | 0.615 |
| DRT Pass-1 Iters | 4 |
| Detailed-route via count | roughly 980 |
| Ports placed on the boundary | 34 |
## Yosys cell counts
master / n / area share
xor2_1: 20 / 0.13
buf_2: 2 / 0.0076
nand2b_1: 1 / 0.0047
and3_1: 2 / 0.0095
buf_6: 1 / 0.0085
nor2_1: 6 / 0.017
inv_1: 5 / 0.014
nor3_1: 4 / 0.015
nand2_1: 9 / 0.026
nor4_1: 4 / 0.019
dfxtp_1: 32 / 0.49
or3_4: 1 / 0.0085
nor4_4: 1 / 0.016
buf_1: 1 / 0.0028
and4_1: 4 / 0.027
nor4_2: 5 / 0.047
nand3_1: 10 / 0.038
xnor2_1: 10 / 0.066
ha_1: 1 / 0.0095
nand3_2: 2 / 0.015
or3_1: 1 / 0.0047
nor3b_1: 1 / 0.0057
or2_2: 1 / 0.0047
nand4_1: 3 / 0.014
## layout make-up
cell class,instances,area (sq um)
Fill cell,649,4550
Sequential cell,32,641
Multi-Input combinational cell,86,634
Timing Repair Buffer,32,320
Tap cell,77,96.3
Clock buffer,6,82.6
Inverter,5,18.8
Clock inverter,2,10.0
## power groups by stage
stage | Clock, W | Combinational, W | Sequential [W]
4_1_cts | 0.000247 | 0.000000000401 | 0.000289
5_1_grt | 0.000262 | 0.000000000401 | 0.000289
6_report | 0.000235 | 0.000000000401 | 0.000290
## through the flow
step / utilization / hold slack (ns) / instance area, sq um / cells / setup slack, ns
after floorplan: - / 0.394 / 1320 / 127 / 2.83
after global placement: 0.269 / 0.433 / 1710 / 232 / 2.51
after detailed placement: 0.269 / 0.435 / 1710 / 232 / 2.52
after CTS: 0.284 / 0.454 / 1800 / 240 / 2.25
after global routing: 0.284 / 0.490 / 1800 / 240 / 2.17
final: 0.284 / 0.448 / 1800 / 240 / 2.28
## per-layer routing
| metal | GRT usage | share of wire | up-vias |
|---|---|---|---|
| met5 | 0 | 0 | - |
| met4 | 0.00750 | 0.0079 | 0 |
| met3 | 0.0374 | 0.12 | 4 |
| met2 | 0.0875 | 0.44 | 28 |
| met1 | 0.0722 | 0.43 | 445 |
| li1 | - | - | 500 |
## worst paths after layout
check                                          startpoint                          to  slack [ns]  cells past startpoint
worst max-delay path            divided_clocks[2]$_DFF_P_           divided_clocks[2]        2.28                      1
worst min-delay path            divided_clocks[0]$_DFF_P_   divided_clocks[0]$_DFF_P_        0.45                      1
worst max register to register  divided_clocks[0]$_DFF_P_  divided_clocks[30]$_DFF_P_        2.53                      5
worst min register to register  divided_clocks[0]$_DFF_P_   divided_clocks[0]$_DFF_P_        0.45                      1
## layout by cell type, fill, tap and decap left out
| cell type | Yosys | routed |
|---|---|---|
| and3_1 | 2 | 2 |
| and4_1 | 4 | 4 |
| clkbuf_8 | 0 | 6 |
| clkdlybuf4s50_1 | 0 | 32 |
| clkinv_2 | 0 | 2 |
| dfxtp_1 | 32 | 32 |
| ha_1 | 1 | 1 |
| inv_1 | 5 | 5 |
| nand2_1 | 9 | 9 |
| nand2b_1 | 1 | 1 |
| nand3_1 | 10 | 10 |
| nand3_2 | 2 | 2 |
| nand4_1 | 3 | 3 |
| nor2_1 | 6 | 6 |
| nor3_1 | 4 | 4 |
| nor3b_1 | 1 | 1 |
| nor4_1 | 4 | 4 |
| nor4_2 | 5 | 5 |
| nor4_4 | 1 | 1 |
| or2_2 | 1 | 1 |
| or3_1 | 1 | 1 |
| or3_4 | 1 | 1 |
| xnor2_1 | 10 | 10 |
| xor2_1 | 20 | 20 |
## worst register-to-register path, stage by stage (launching register included)
cell and delay, ns:
dfxtp_1 0.42, ha_1 0.26, nand3_1 0.11, or3_1 0.53, nor4_1 0.31, xor2_1 0.17
## cell families after synthesis
logic type | Yosys count | share of synthesized area
DFF | 32 | 0.486
and+or+nand+nor | 55 | 0.272
adders and majority gates | 1 | 0.00949
buffers and inverters | 9 | 0.0332
xor gates and xnor gates | 30 | 0.199
Power is estimated from default activity; no workload was simulated.
